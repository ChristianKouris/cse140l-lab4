$ cat ./config.mk
export PLATFORM = sky130hd
export DESIGN_NAME = top_level
export DESIGN_NICKNAME = top_level
export VERILOG_FILES = /design/flow/design.v
export SDC_FILE = /design/flow/constraint.sdc
export NUM_CORES = 4
export LEC_CHECK = 1
export CORE_UTILIZATION = 30
$ cat ./design.v
module dat_mem #(parameter W=8, byte_count=256)(
  input                           clk,
                                  write_en,   
  input  [$clog2(byte_count)-1:0] raddr,     
                                  waddr,     
  input  [ W-1:0]                 data_in,
  output [ W-1:0]                 data_out
    );
logic [W-1:0] core[byte_count];	 
assign data_out = core[raddr] ;	 
always_ff @ (posedge clk)
  if (write_en)
    core[waddr] <= data_in;
endmodule
module lfsr6(
  input              clk,
                     en,		   
			         init,		   
  input       [5:0]  taps,		   
                     start,		   
  output logic[5:0]  state);	   
  logic[5:0] taptrn;			   
  always @(posedge clk)
	if(init) begin
	  state  <= start;			   
	  taptrn <= taps;			   
	end
	else if(en)	begin	 			   
	  state  <= {state[5:0],^(state&taptrn)};
   end
endmodule
module top_level #(parameter DW=8, AW=8, byte_count=2**AW)(
  input        clk, 
               init,
  output logic done);
logic         write_en;         
logic[AW-1:0] raddr,            
              waddr;            
logic[DW-1:0] data_in;          
wire [DW-1:0] data_out;         
logic         LFSR_en;          
logic[   5:0] taps,             
              start;            
logic[   7:0] pre_len;          
logic         taps_en,          
              start_en,         
              prelen_en;        
logic         load_LFSR;        
logic         data_en;          
wire [   5:0] LFSR;             
logic[   7:0] scram;            
logic[   7:0] ct_inc;           
dat_mem dm1(.clk, .write_en, .raddr, .waddr,
            .data_in, .data_out);
lfsr6 l6(.clk, .en(LFSR_en), .init(load_LFSR),
         .taps, .start, .state(LFSR));
logic[7:0] ct;
logic[7:0] mem_ct;
always_comb begin
  done      = 'b0;
  write_en  = 'b0;          
  raddr     = mem_ct - pre_len;         
  waddr     = 'd64 + mem_ct;
  LFSR_en   = 'b0;          
  data_in   = 'b0;
  scram     = 'b0;
  prelen_en = 'b0;          
  taps_en   = 'b0;          
  start_en  = 'b0;          
  load_LFSR = 'b0;          
  data_en   = 'b0;          
  ct_inc    = 'b1;          
  case(ct)
    0,1: begin   end        
    2:   begin              
           raddr      = 'd61;
           prelen_en  = 'b1;
         end
    3:   begin              
           raddr      = 'd62;   
           taps_en    = 'b1; 
         end                
    4:   begin
           raddr      = 'd63;
           start_en   = 'b1;
         end
    6:   begin              
           load_LFSR  = 'b1;
         end
	 7:   begin
	        LFSR_en    = 'b1;
			  data_en    = 'b1;
			  write_en   = 'b1;
			  ct_inc		 = 'b0;
			  data_in    = 8'h5f ^ {2'b00,LFSR};
			  if( mem_ct == pre_len - 1 ) begin
			    ct_inc = 'b1;
			  end
			end
	 8:   begin
	        LFSR_en    = 'b1;
			  write_en   = 'b1;
			  data_en    = 'b1;
			  ct_inc	    = 'b0;
			  scram      = data_out ^ {2'b00,LFSR};
	        data_in    = scram;
			  if( raddr == 'd51 ) ct_inc = 'b1;
			end 
	 9:   begin
			  done       = 'b1;
			end
	 default: begin end
  endcase
end 
always @(posedge clk) begin
  if(init) begin
    ct <= 0;
	 mem_ct <= 0; 
  end
  else 
	ct <= ct + ct_inc;      
  if(prelen_en)
    pre_len <= data_out;       
  else if(taps_en)
    taps    <= data_out;       
  else if(start_en)
    start   <= data_out;       
  if(data_en) begin
    mem_ct <= mem_ct + 'b1;
  end
end
endmodule
$ cat ./constraint.sdc
current_design top_level

set clk_period 48.7
set clk_io_pct 0.2

create_clock -name clk0 -period $clk_period [get_ports {clk}]

set non_clock_inputs [all_inputs -no_clocks]
set_input_delay [expr $clk_period * $clk_io_pct] -clock clk0 $non_clock_inputs
set_output_delay [expr $clk_period * $clk_io_pct] -clock clk0 [all_outputs]
$ cat ./run.sh
#!/bin/bash
# OpenROAD 26Q1-2900-gdf79404cd8, Yosys 0.63+post, stock flow scripts
make -C /OpenROAD-flow-scripts/flow DESIGN_CONFIG=/design/flow/config.mk WORK_HOME=/design/flow/orfs finish
==> flow_summary.toml <==
# physical design summary
[status]
status = "complete, no violations"

[pwr]
power_frac_comb_pct = 27.9
clkPwrFrac_pct = 32.2
power_switching_mw = 1.66
ir_worst_vdd_mv = 0.0458
power_frac_seq_pct = 39.9
p_leak_nw = 30.9
cell_internal_pwr_mw = 3.30
switching_share_pct = 33.5
design_power_total_mw = 4.95
powerDensity_nw_per_um2 = 51.5

[clock_tree]
cts_buffers = 209
clockBufferDepth = 3
path_clk_slew_ps = 60
cts_setup_buffers = 0
cts-hold-fix-buffers = 0
cts_max_level = 4
tritoncts = "yes"
cts_num_sinks = 2096
cts_resized = 0
clock_tree.root_cell = "clkbuf_16"
clk_latency_ps = 870

[final_timing]
finClkSkew_ps = 42.3
finalSetupViolations = 0
slew_viol_final = 0
hold_violations = 0
setup_tns_ps = 0
min_period_over_period_pct = 25.5
whs_ps = 418
worstMarginPinSlew_ps = 1200
min_period_ps = 12410
fmax_ghz = 0.0806
rsz0062_at_grt = "false"
relSlewSlack_pct = 18.2

[synthesis]
ys_chip_area_um2 = 83900
ys_seq_share_pct = 75.0
yosys-stat-cells = 4794
postSynth.asyncResetShare_pct = 0
mux_area_share_pct = 11.1
ys_types = 80
yosys.area_share.xor_xnor_pct = 0.355
syn-cell-area_um2 = 83900
ff_type = "edfxtp_1"
synthAdderAreaFrac_pct = 0.233
enable_flop_cells = 2088
syn_inst = 4794
numSynthFlops = 2096
top_logic_kind = "multiplexers"
ys_sh_aoi_pct = 4.35
ys_warn_count = 3
avgSynthCellArea_um2 = 17.5
simple_gate_area_share_pct = 7.11

[floorplan]
core.rowCount = 193
die-area_um2 = 282000
core_um2 = 277000
die_h_um = 531
fp-utilization_pct = 30.2
chipWidth_um = 531
io_pins = 3

[grt]
antenna_found_initial = 15
grt_overflow = 0
grt_pass1_vias = 49900
grt_pass1_wl_mm = 359
grt_max_degree = 169
grt_usage_pct = 19.2

[place]
dp_cells = 8457
portBuffers = 2
hpwl_mm = 153
placedInstanceArea_um2 = 89300
place_congestion = 0.980

[detailed_routing]
via_per_inst = 5.26
vias = 46600
wirelength_mm = 250
detail_route.wl_per_cell_um = 28.3
drt_iter0_drc = 3470
dr.pass1.iters = 6
drc = 0
drtAntennaViolNets = 0

[setup_path]
crit_path_max_fanout = 12
critPathArrivalTime_ps = 2670
required_ps = 38960
r2r_start = "mem_ct[0]"
endpoint_kind = "primary output"
cp-start-kind = "flip-flop"
startpoint = "ct[3]"
worst-r2r-setup-slack_ps = 39940
crit_type = "reg2out"

[final_layout]
fin_area_um2 = 96200
layout.cells.non_filler = 8853
area_growth_pct = 14.7
drive_gt1_share_pct = 19.3
final_cell_mix = "2088 x edfxtp_1, 552 x nand2_1, 358 x mux4_2"
lay_top_count = "edfxtp_1"

[job]
warning_count = 41
cap_violations = 0

[hold_path]
hold_start = "taps[5]"
hold_class = "reg2reg"
[cell type report]
type	instances	area [um2]
fillers	25700	181000
flip-flops and latches	2096	62900
multi-input cells	2371	19700
clock buffers	247	5440
well taps	3705	4640
repair buffers	269	2120
clock inverters	140	1380
inverters	16	60.1
diodes	9	22.5
[power groups by stage]
stage	logic [mW]	clock network (mW)	registers [mW]
6_report	1.38	1.60	1.98
5_1_grt	1.44	1.69	1.98
4_1_cts	1.36	1.62	1.98
[routing by layer]
metal	track usage, %	vias up	part of all wire [%]	wire length [um]
met5	1.16	-	0.19	482
met4	6.50	30	4.2	10400
met3	15.9	518	18	46100
met2	27.4	3185	44	111000
met1	21.2	23300	33	82000
li1	-	19600	-	-
[flip-flops by register name, indices dropped and copies added (netlist names)]
register / count
pre_len: 8
l6.state: 6
l6.taptrn: 6
start: 6
ct: 8
dm1.core: 2048
mem_ct: 8
taps: 6
[metrics by stage]
step                util [%]  worst slack (ps)
global placement        32.2             37140
finish                  34.7             36290
floorplan                  -             33050
global route            34.7             36090
CTS                     34.7             36210
detailed placement      32.2             37150
[path summary, 6_finish.rpt]
check,end,depth (start not counted)
worst min-delay path,l6.taptrn[5],0
worst min register to register,l6.taptrn[5],0
worst max-delay path,done,4
worst max register to register,dm1.core[214][1],19
[critical path, cell delays in order, from the launching register on]
cell             delay (ps)
dfxtp_1                 580
inv_1                   150
nor3_1                  330
and3_1                  280
clkdlybuf4s50_1         480
[synth_stat cells, types with 18 or more instances]
master / number / area (um2)
a2111oi_0: 30 / 263
a211oi_1: 70 / 526
a21oi_1: 40 / 200
a22oi_1: 65 / 488
a311oi_1: 44 / 385
a31oi_1: 57 / 357
and3_1: 108 / 676
buf_1: 24 / 90.1
buf_2: 84 / 420
buf_4: 32 / 240
clkbuf_1: 151 / 567
edfxtp_1: 2088 / 62700
mux2_2: 20 / 225
mux2i_1: 102 / 1020
mux4_2: 358 / 8060
nand2_1: 556 / 2090
nand3_1: 210 / 1050
nand4_1: 38 / 238
nor2_1: 343 / 1290
nor3_1: 27 / 135
o211ai_1: 21 / 158
o21ai_0: 35 / 175
o22ai_1: 19 / 119
xnor2_1: 18 / 158
[kinds of logic (layout without fill, tap and decap cells)]
group	Yosys count	count (layout)
xor+xnor	34	34
buf+inv	327	672
mux	480	480
flops	2096	2096
fa+ha+maj	15	15
other cells	0	9
simple gates	1350	1350
compound gates	492	492
